--- design/flow/run.sh ---
#!/bin/bash
# OpenROAD 26Q1-2900-gdf79404cd8, Yosys 0.63+post, stock flow scripts
make -C /OpenROAD-flow-scripts/flow DESIGN_CONFIG=/design/flow/config.mk WORK_HOME=/design/flow/orfs finish
--- design/flow/design.v ---
module bin2bcd
    (
     input  wire       clk, reset_n,
     input  wire       start,
     input  wire[13:0] bin,
     output reg        ready, done_tick,
     output wire[3:0]  bcd3, bcd2, bcd1, bcd0
    );
    localparam[1:0]
        idle = 2'b00,
        op   = 2'b01,
        done = 2'b10;
    reg[1:0]  state_reg, state_next;
    reg[13:0] p2s_reg, p2s_next;
    reg[3:0]  n_reg, n_next;
    reg[3:0]  bcd3_reg, bcd2_reg, bcd1_reg, bcd0_reg;
    reg[3:0]  bcd3_next, bcd2_next, bcd1_next, bcd0_next;
    wire[3:0] bcd3_tmp, bcd2_tmp, bcd1_tmp, bcd0_tmp;
    always @(posedge clk, negedge reset_n)
        if (!reset_n)
            begin
                state_reg <= idle;
                p2s_reg   <= 0;
                n_reg     <= 0;
                bcd3_reg  <= 0;
                bcd2_reg  <= 0;
                bcd1_reg  <= 0;
                bcd0_reg  <= 0;
            end
        else
            begin
                state_reg <= state_next;
                p2s_reg   <= p2s_next;
                n_reg     <= n_next;
                bcd3_reg  <= bcd3_next;
                bcd2_reg  <= bcd2_next;
                bcd1_reg  <= bcd1_next;
                bcd0_reg  <= bcd0_next;
            end
    always @*
    begin
        state_next = state_reg;
        ready      = 1'b0;
        done_tick  = 1'b0;
        p2s_next   = p2s_reg;
        bcd0_next  = bcd0_reg;
        bcd1_next  = bcd1_reg;
        bcd2_next  = bcd2_reg;
        bcd3_next  = bcd3_reg;
        n_next     = n_reg;
        case (state_reg)
            idle:
                begin
                    ready = 1'b1;
                    if (start)
                        begin
                            state_next = op;
                            bcd3_next  = 0;
                            bcd2_next  = 0;
                            bcd1_next  = 0;
                            bcd0_next  = 0;
                            n_next     = 4'b1110;  
                            p2s_next   = bin;      
                        end
                end
            op:
                begin
                    p2s_next = p2s_reg << 1;
                    bcd0_next = {bcd0_tmp[2:0], p2s_reg[13]};
                    bcd1_next = {bcd1_tmp[2:0], bcd0_tmp[3]};
                    bcd2_next = {bcd2_tmp[2:0], bcd1_tmp[3]};
                    bcd3_next = {bcd3_tmp[2:0], bcd2_tmp[3]};
                    n_next = n_reg - 1;
                    if (n_next == 0)
                        state_next = done;
                end
            done:
                begin
                    done_tick  = 1'b1;
                    state_next = idle;
                end
            default: 
                state_next = idle;
        endcase
    end
    assign bcd0_tmp = (bcd0_reg > 4) ? bcd0_reg + 3 : bcd0_reg;
    assign bcd1_tmp = (bcd1_reg > 4) ? bcd1_reg + 3 : bcd1_reg;
    assign bcd2_tmp = (bcd2_reg > 4) ? bcd2_reg + 3 : bcd2_reg;
    assign bcd3_tmp = (bcd3_reg > 4) ? bcd3_reg + 3 : bcd3_reg;
    assign bcd0 = bcd0_reg;
    assign bcd1 = bcd1_reg;
    assign bcd2 = bcd2_reg;
    assign bcd3 = bcd3_reg;
endmodule
--- design/flow/config.mk ---
export PLATFORM = sky130hd
export DESIGN_NAME = bin2bcd
export DESIGN_NICKNAME = bin2bcd
export VERILOG_FILES = /design/flow/design.v
export SDC_FILE = /design/flow/constraint.sdc
export NUM_CORES = 4
export LEC_CHECK = 1
export CORE_UTILIZATION = 30
--- design/flow/constraint.sdc ---
current_design bin2bcd

set clk_period 3.4
set clk_io_pct 0.2

create_clock -name clk0 -period $clk_period [get_ports {clk}]

set non_clock_inputs [all_inputs -no_clocks]
set_input_delay [expr $clk_period * $clk_io_pct] -clock clk0 $non_clock_inputs
set_output_delay [expr $clk_period * $clk_io_pct] -clock clk0 [all_outputs]
==> notes.md <==
The run gives 107 for the violation tally from detailed-route iteration zero. For this run, the leading register cell type out of synthesis is sky130_fd_sc_hd__dfrtp_1. The run gives 37 as the sink count of the clock tree. For the count of cells resized by post-cts repair, the log shows 0.

The flow ran to the end, and the final reports show no timing, DRC or antenna violations. The synthesis report lists the most area-consuming cells as sky130_fd_sc_hd__dfrtp_1 47%, sky130_fd_sc_hd__mux2i_1 8.3%, sky130_fd_sc_hd__o21ai_0 7.5%, sky130_fd_sc_hd__a32o_1 6.2%, sky130_fd_sc_hd__nand2_1 4.1%. With the cell count listed in synth_stat.txt at 189, the post-detailed-route wirelength per cell is 12.1 um.

The core utilization at floorplan is 0.317, and the global-route total usage across every layer is 0.124. Per the timing report, the most critical flop-to-flop path originates at state_reg[0]. The number of buffers inserted by hold repair at cts was 0. The capture point of the critical path was reported as ready. The run gives 0 for the global-route congestion overflow total. With the post-synth tally of flip-flops with integrated enable at 0, the DRC violation count after routing is 0. In this run the standard cell core region covers 6060 um^2. The run gives 35 for the count of pins on the block boundary. For reference, the most critical setup path is categorized as flip-flop to output port.

With the worst relative slew slack at 0.587, the actual slew at the worst max-slew pin is 606 ps. For this run, the detailed router's first-pass iteration total came to 4. For the worst flop-to-flop path, the logic depth is 3. The fraction of synthesized cell area taken by the top area cell type works out to 0.468. Async set-or-reset flop fraction in the synthesized netlist: 1.00. In this run the number of H-tree levels came out at 2. The fraction of final layout cells with drive strength greater than 1 came out at 0.0807. The count of final setup violators was 0; the buffer-and-inverter tally for the worst setup path was 1. For the worst setup slack for register-to-register paths, the log shows 1610 ps. Derived from the worst setup path, the maximum achievable clock frequency is 0.491 GHz.

The count of port buffers added during placement was 34. With the total negative slack at 0 ps, the biggest fanout along the worst timing path is 6. A synthesized cell averages 10.2 um^2.

The wire length recorded after detailed routing is 3600 um. The overall chip area was 6730 um^2. The final weighted congestion recorded by global placement is 0.801.

The final timing report lists a max-slew violation count of 0. The via count normalized by instance count is 4.82. The worst register-to-register path ends at p2s_reg[3].

Setup repair after global routing left no endpoint under its margin. The logs give 0.482 for the sequential-to-total area share from yosys stat and 1338 for the via count of the first global-routing pass. The setup clock skew after layout was 5.17 ps. For this run, the slowest stage of the critical path takes 600 ps. Per STA, the startpoint of the critical path is state_reg[0]. The logs give 1060 ps for the setup slack at placement and 1.05 nW for the leakage power. The most critical min-delay path falls under primary input to async pin. Number of gates on the worst path with buffers counted: 1. The dominant delay contributor by cell family on the critical path was flip-flops. Across all setup checks in the final design, the least slack found is 1360 ps. STA classifies the critical path startpoint as a flip-flop. Synthesis handed over a netlist of 189 instances.

For reference, the clock transition at the flip-flops on the worst setup and hold paths is 70 ps. The final antenna diode count was 0; the clock latency on the worst-skew pair was 280 ps. Once detail routing completed, the nets flagged for antenna violations numbered 0. The overall die width is 82.1 um, and the minimum period implied by the final worst setup slack is 2040 ps. The register bit total from synthesis works out to 37. Sorting the synthesized cells by how often they occur yields 36 x sky130_fd_sc_hd__dfrtp_1, 29 x sky130_fd_sc_hd__o21ai_0, 21 x sky130_fd_sc_hd__nand2_1. The tools report the post-CTS repair timing setup buffer count as 0. The vertical die dimension reported for this design is 82.1 um. The number of antenna violations at the first check in global routing is 0, and the number of different library cells in the post-synthesis netlist is 33.

Clock tree synthesis inserted a total of 5 buffers. STA classifies the critical path endpoint as an output port. The data required time reported for the critical path is 2720 ps. The final timing report lists a hold violation count of 0.

With the total of warnings raised by yosys at 1, the largest voltage drop on the vdd net is 0.000316 V. The first global-routing pass estimated 6370 um of wire. The layout has 569 filler cells. In this run the cell area of the synthesized design comes to 1920 um^2.

Between the synthesized netlist and the finished layout, the area growth was recorded as 25.0%. The placed wire-length estimate was 2470 um; the number of warnings in the stage logs was 26. The critical path goes through clkdlybuf4s50_1. For the synthesis area per yosys, the log shows 1920 um^2. The clock passes through at most 2 buffers. Yosys instantiated no cell more often than sky130_fd_sc_hd__dfrtp_1. The arrival time reported for the critical path endpoint was 1360 ps. The tools report the root cell of the clock tree as sky130_fd_sc_hd__clkbuf_8. The final clock period utilization by the worst path is 0.599. With the flip-flop count of the largest register after layout at 14, the max-capacitance violation count is 0.

The number of core rows was 28. Cell type with the highest aggregate area in the netlist: sky130_fd_sc_hd__dfrtp_1. TritonCTS built the clock tree. The largest net degree at the start of global routing is 38. The critical path's slowest cell is sky130_fd_sc_hd__dfstp_2. The flow reported a cell area power density of 901 nW/um^2. Across all layers, the routed design uses 1436 vias.
where the power goes:
part	internal, mW	total (mW)	switching [mW]
Combinational	0.572	1.03	0.462
Sequential	0.638	0.828	0.189
Clock	0.160	0.304	0.144
Total	1.37	2.17	0.796
layer usage:
layer  up-vias  track usage  wire [um]
met5         -            0          0
met4         0       0.0175         57
met3         7       0.0192        109
met2        25        0.179       1540
met1       656        0.207       1900
li1        748            -          -
kinds of logic (layout without fill, tap and decap cells):
family                   count (synthesis)  after routing  share of synthesized area
buffers and inverters                   22             56                     0.0599
adder cells (fa/ha/maj)                  6              6                     0.0390
XOR/XNOR                                 1              1                    0.00456
AND/OR/NAND/NOR                         52             52                      0.133
multiplexers                            17             17                     0.0904
AND-OR/OR-AND                           54             54                      0.191
flip-flops                              37             37                      0.482
placed cells by master, fill, tap and decap left out, types with 2 or more instances in the layout:
master                             n
sky130_fd_sc_hd__o21ai_0          29
sky130_fd_sc_hd__a31o_2            4
sky130_fd_sc_hd__o21a_1            2
sky130_fd_sc_hd__nor3_1            2
sky130_fd_sc_hd__nand2_1          21
sky130_fd_sc_hd__ha_1              6
sky130_fd_sc_hd__a32o_1           12
sky130_fd_sc_hd__mux2i_1          16
sky130_fd_sc_hd__buf_4             3
sky130_fd_sc_hd__inv_1            12
sky130_fd_sc_hd__clkdlybuf4s50_1  33
sky130_fd_sc_hd__dfrtp_1          36
sky130_fd_sc_hd__nor2b_1           5
sky130_fd_sc_hd__nor2_1            8
sky130_fd_sc_hd__clkbuf_8          6
sky130_fd_sc_hd__or3_1             8
sky130_fd_sc_hd__nor4_1            2
sky130_fd_sc_hd__nand2b_1          2
metrics by stage:
step	std cells	total power, mW	hold slack [ps]	instance area, um^2	util
floorplan	189	1.56	384	1920	-
finish	298	2.17	427	2400	0.397
global placement	291	1.88	440	2310	0.382
detailed placement	291	1.89	454	2310	0.382
global route	298	2.41	469	2400	0.397
CTS	298	2.21	449	2400	0.397
area by class of cell:
type,count,area [um^2],area share
Tap cell,75,93.8,0.0390
Clock buffer,6,82.6,0.0344
Multi-Input combinational cell,130,890,0.370
Timing Repair Buffer,37,358,0.149
Inverter,12,45.0,0.0187
Clock inverter,1,7.51,0.00312
Sequential cell,37,927,0.386
worst min path at each step:
stage                 startpoint          end  slack (ps)
after CTS                reset_n   p2s_reg[9]         450
after global routing     reset_n  p2s_reg[10]         470
final                    reset_n  p2s_reg[11]         430
No activity file was given, so power comes from the tool's default toggle rates.
