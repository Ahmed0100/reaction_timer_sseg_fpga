--- flow/run.sh ---
#!/bin/bash
# OpenROAD 26Q1-2900-gdf79404cd8, Yosys 0.63+post, stock flow scripts
make -C /OpenROAD-flow-scripts/flow DESIGN_CONFIG=/design/flow/config.mk WORK_HOME=/design/flow/orfs finish
--- flow/config.mk ---
export PLATFORM = sky130hd
export DESIGN_NAME = reaction_timer
export DESIGN_NICKNAME = reaction_timer
export VERILOG_FILES = /design/flow/design.v
export SDC_FILE = /design/flow/constraint.sdc
export NUM_CORES = 4
export LEC_CHECK = 1
export CORE_UTILIZATION = 30
--- flow/constraint.sdc ---
current_design reaction_timer

set clk_period 3.5
set clk_io_pct 0.2

create_clock -name clk0 -period $clk_period [get_ports {clk}]

set non_clock_inputs [all_inputs -no_clocks]
set_input_delay [expr $clk_period * $clk_io_pct] -clock clk0 $non_clock_inputs
set_output_delay [expr $clk_period * $clk_io_pct] -clock clk0 [all_outputs]
--- flow/design.v ---
module reaction_timer
    (
    input  wire       clk, reset_n,
    input  wire       start, clear, stop,
    input  wire       done_pseudo,
    input  wire[13:0] random_num,
    output wire[13:0] reaction_time,
    output reg        sseg_active, sseg_mesg,
    output reg        reaction_led,
    output reg        start_pseudo,
    output reg        start_bin2bcd
    );
    localparam[2:0]
        idle             = 3'b000,
        get_random_num   = 3'b001,
        retry_random_num = 3'b110,
        random_timer     = 3'b010,
        reaction_timer   = 3'b011,
        fail             = 3'b100,
        done             = 3'b101;
    localparam CLK_MS_COUNT      = 100_000,    
               REACTION_TIME_MAX = 1_000,      
               RAND_NUM_MIN      = 2_000,      
               RAND_NUM_MAX      = 15_000;     
    reg[2:0]  state_reg,    state_next;
    reg[16:0] tick_reg,     tick_next;      
    reg[13:0] period_reg,   period_next;    
    reg[13:0] random_reg,   random_next;    
    reg[13:0] reaction_reg, reaction_next;  
    always @(posedge clk, negedge reset_n)
        if (!reset_n)
            begin
                state_reg    <= idle;
                tick_reg     <= 0;
                period_reg   <= 0;
                random_reg   <= 0;
                reaction_reg <= 0;
            end
        else
            begin
                state_reg    <= state_next;
                tick_reg     <= tick_next;
                period_reg   <= period_next;
                random_reg   <= random_next;
                reaction_reg <= reaction_next;
            end
    always @*
    begin
        state_next    = state_reg;
        tick_next     = tick_reg;
        period_next   = period_reg;
        random_next   = random_reg;
        reaction_next = reaction_reg;
        sseg_active   = 1'b0;
        sseg_mesg     = 1'b0;
        start_pseudo  = 1'b0;
        start_bin2bcd = 1'b0;
        reaction_led  = 1'b0;
        case (state_reg)
            idle:
                begin
                    sseg_active = 1'b1;
                    sseg_mesg   = 1'b1;
                    if (start)
                        begin
                            state_next   = get_random_num;
                            start_pseudo = 1'b1;
                        end
                end
            get_random_num:
                begin
                    if (done_pseudo)
                        begin
                            if (random_num < RAND_NUM_MIN
                                || random_num > RAND_NUM_MAX)
                                state_next = retry_random_num;
                            else
                                begin
                                    random_next = random_num;
                                    state_next  = random_timer;
                                    tick_next   = 0;
                                    period_next = 0;
                                end
                        end
                end
            retry_random_num:
                begin
                    start_pseudo = 1'b1;
                    state_next = get_random_num;
                end
            random_timer:
                begin
                    if (tick_reg == CLK_MS_COUNT - 1)  
                        begin
                            tick_next   = 0;
                            period_next = period_reg + 1;
                        end
                    else
                        tick_next = tick_reg + 1;
                    if (period_reg == random_reg)
                        begin
                            state_next    = reaction_timer;
                            reaction_next = 0;
                            tick_next     = 0;
                        end
                end
            reaction_timer:
                begin
                    sseg_active = 1'b1;
                    reaction_led = 1'b1;
                    if (reaction_reg == REACTION_TIME_MAX + 1)
                        begin
                            start_bin2bcd = 1'b1;
                            state_next    = fail;
                        end
                    else if (stop == 1'b1)
                        begin
                            start_bin2bcd = 1'b1;
                            state_next    = done;
                        end
                    else if (tick_reg == CLK_MS_COUNT - 1)
                        begin
                            start_bin2bcd = 1'b1;
                            tick_next     = 0;
                            reaction_next = reaction_reg + 1;
                        end
                    else
                        tick_next = tick_reg + 1;
                end
            fail:
                begin
                    sseg_active = 1'b1;
                    if (clear == 1)
                        state_next = idle;
                end
            done:
                begin
                    sseg_active  = 1'b1;
                    reaction_led = 1'b1;
                    if (clear == 1)
                        begin
                            state_next    = idle;
                            reaction_next = 0;
                        end
                end
        endcase
    end
assign reaction_time = reaction_reg;
endmodule
==> results.py <==
# Generated from Yosys and OpenROAD reports
metrics = {
    "critical_path": {
        "crit_fanout": 8,
        "rrSetupSlack_ns": 0.89,
        "critPathArrivalTime_ns": 2.48,
        "crit_path_end_kind": "output pin",
        "startpoint": "tick_reg[9]$_DFFE_PN0P_",
        "worstSetupPathType": "reg -> out",
        "cp-start-kind": "flop",
        "rr_startpoint": "tick_reg[0]$_DFFE_PN0P_",
        "crit_required_ns": 2.80,
    },
    "power_and_ir_drop": {
        "leakagePower_nw": 1.84,
        "powerDensity_nw_per_um2": 599,
        "ir_worst_vdd_mv": 0.200,
    },
    "route": {
        "routedWlPerCell_microns": 14.7,
        "postRouteAntennaNets": 0,
        "wl_microns": 8990,
        "drcViolationCount": 0,
        "vias": 3192,
        "n_antenna_cell": 0,
        "drtIter0Drc": 257,
        "vias_per_cell": 5.22,
        "first_pass_iters": 4,
    },
    "sta": {
        "slew_violations": 0,
        "tightest_slew_ns": 0.962,
        "rsz0062_at_grt": "false",
        "finalCritPeriodShare_pct": 90.9,
        "setup-tns-final_ns": 0,
        "slew_headroom_pct": 35.3,
        "final-setup-viol-count": 0,
        "period_needed_ns": 3.18,
        "finalHoldViolCount": 0,
        "max_freq_mhz": 314,
        "skew_ns": 0.00629,
    },
    "final_layout": {
        "drive_above_1_share_pct": 12.6,
        "instances_no_fill": 612,
        "syn_to_final_growth_pct": 24.2,
        "n_fill_cell": 1169,
        "largest_reg_flops": 17,
        "register_area_sq_um": 1650,
        "logic_area_sq_um": 1940,
    },
    "global_routing": {
        "grt_overflow": 0,
        "grt_max_degree": 37,
        "antenna_found_initial": 0,
        "grt_pass1_wl_microns": 15500,
        "grt_pass1_vias": 3081,
        "track_usage_pct": 15.2,
    },
    "floorplanning": {
        "initial_core_util_pct": 30.8,
        "die_w_microns": 113,
        "core_sq_um": 12100,
        "chipArea_sq_um": 12800,
        "ios": 39,
        "die_h_microns": 113,
        "rows": 40,
    },
    "outcome": {
        "outcome": "complete, no violations",
    },
    "placement": {
        "place.gp.congestion": 0.849,
        "place_inst": 596,
        "place.detailed.hpwl_microns": 6420,
        "portBuffers": 38,
    },
    "synth": {
        "netlist_area_sq_um": 3720,
        "edf_count": 0,
        "ys_seq_share_pct": 44.4,
        "yosys_area_sq_um": 3720,
        "ys_cells": 397,
        "synth-main-ff-cell": "dfrtp_1",
        "synth_cell_types": 55,
        "synthArstFlopShare_pct": 100,
        "top_cell_area_share_pct": 43.7,
        "yosysWarnings": 1,
        "synth.avg_cell_area_sq_um": 9.37,
        "synth_flops": 66,
        "area_leaders": "dfrtp_1, mux2_2, nand2_1",
        "synth_area_leader_cell": "dfrtp_1",
        "syn_inst": 397,
    },
    "clocking": {
        "cts_tree": "done",
        "clock_path_buffers": 2,
        "clk_pin_slew_worst_paths_ns": 0.05,
        "h-tree-depth": 3,
        "cts_sinks": 66,
        "ctsHoldBuffers": 0,
        "root_buffer": "clkbuf_16",
        "cts_buffers": 9,
        "post_cts_buffers": 0,
        "clk_latency_ns": 0.32,
        "cts.repair.resized": 0,
    },
    "worst_hold_path": {
        "min_path_type": "in -> async",
    },
    "flow_run": {
        "cap_violations": 0,
        "warnings": 26,
    },
}
## per-stage QoR
| step | instance area (sq um) | hold WS (ns) | worst slack, ns | power, mW | utilization, % |
|---|---|---|---|---|---|
| 2_1_floorplan | 3720 | 0.404 | 0.903 | 1.61 | - |
| 3_3_place_gp | 4320 | 0.503 | 0.194 | 1.86 | 35.8 |
| 3_5_place_dp | 4320 | 0.501 | 0.163 | 1.87 | 35.8 |
| 4_1_cts | 4620 | 0.318 | 0.318 | 2.80 | 38.3 |
| 5_1_grt | 4620 | 0.337 | 0.153 | 2.95 | 38.3 |
| 6_report | 4620 | 0.306 | 0.318 | 2.77 | 38.3 |
## cells in the final DEF, fill, tap and decap left out, types with 3 or more instances in the layout
master,netlist,routed
a211oi_1,4,4
nand3_1,21,21
o22ai_1,9,9
nand2_1,37,37
dfrtp_1,65,65
a21o_1,9,9
a21oi_1,13,13
and3_1,6,6
buf_4,0,10
a22o_1,6,6
xor2_1,5,5
o31ai_1,7,7
nor4bb_1,3,3
or3_1,3,3
o221ai_1,3,3
nand2b_1,10,10
ha_1,4,4
o41ai_1,3,3
clkbuf_16,0,9
mux2_2,15,15
xnor2_1,15,15
clkdlybuf4s50_1,0,37
nor3_1,14,13
o211ai_1,3,3
or2_2,5,5
inv_1,17,17
nand3b_1,4,4
nor4_1,3,3
o21ai_0,21,21
clkinv_2,0,3
nand4_1,15,15
or4_1,4,4
nor2_1,28,28
## report_power, final
part / switching, mW / internal, mW / total, mW
clock network: 0.325 / 0.586 / 0.910
registers: 0.184 / 0.914 / 1.10
logic: 0.399 / 0.363 / 0.761
total: 0.907 / 1.86 / 2.77
## kinds of logic after synthesis
family / count (synthesis) / synth area share, %
fa+ha+maj: 4 / 1.35
buf+inv: 34 / 3.60
xor+xnor: 20 / 4.71
flops: 66 / 44.4
simple gates: 164 / 23.5
compound gates: 92 / 17.3
mux: 17 / 5.08
## cells in the mapped netlist, types with 2 or more instances
library cell and n:
mux2i_1 2, nor3_1 14, nand3_1 21, or2_2 5, nor4bb_1 3, buf_2 4
ha_1 4, a31oi_1 2, or4_1 4, o22ai_1 9, o31ai_1 7, a21oi_1 13
o21ai_0 21, and3_1 6, nand4_1 15, nand2b_1 10, a211oi_1 4, a22o_1 6
nand2_1 37, o41ai_2 2, nor2_1 28, dfrtp_1 65, o211ai_1 3, a21o_1 9
o221ai_1 3, o41ai_1 3, inv_1 17, mux2_2 15, nor4_1 3, nand3b_1 4
and2_1 2, clkbuf_1 12, or3_1 3, o2bb2ai_1 2, xor2_1 5, xnor2_1 15
## worst max-delay path: stages (launching register included)
cell and delay, ns:
dfrtp_1 0.47, nand2_2 0.09, or4_4 0.53, nor3_1 0.21, buf_4 0.18, nor2_1 0.04
nor2_1 0.15, clkdlybuf4s50_1 0.50
## final timing paths
kind	cells after the start	end
worst min-delay path	1	random_reg[4]$_DFFE_PN0P_
worst max register to register	7	tick_reg[16]$_DFFE_PN0P_
min in group clk0	2	tick_reg[1]$_DFFE_PN0P_
worst min register to register	2	tick_reg[1]$_DFFE_PN0P_
worst max-delay path	7	start_bin2bcd
max in group asynchronous	2	state_reg[0]$_DFF_PN1_
## layout make-up
class / instances / share of cell area (%)
tap: 168 / 4.55
clock buffer: 11 / 5.47
inverter: 17 / 1.38
multi-input combinational: 297 / 41.9
timing repair buffer: 48 / 9.75
clock inverter: 5 / 1.14
sequential: 66 / 35.8
## metal layers
metal	track usage, %	part of all wire, %	wire length [microns]
met1	24.8	50	4530
met2	22.6	45	4010
met4	2.28	1.6	141
met5	0	0	0
met3	2.02	3.4	307
Power is estimated from default activity; no workload was simulated.
