### flow/design.v
module lfsr
(
	input clk,reset_n,
	input start,
	output reg done_tick,
	output [13:0] random_num
);
reg [13:0] q_reg;
wire [13:0] q_next;
always @(posedge clk or negedge reset_n)
begin
	if(~reset_n)
		q_reg <= 0;
	else
		q_reg<=q_next;
end
assign q_next= q_reg + 1;
reg [1:0] current_state,next_state;
reg [13:0] random_num_reg,random_num_next;
reg [4:0] shift_count_reg,shift_count_next;
wire linear_feedback;
localparam [1:0]
	idle=2'b00,
	shift=2'b01,
	done = 2'b10;
always @(posedge clk or negedge reset_n)
begin
	if(~reset_n)
	begin
		current_state <= idle;
		random_num_reg<=0;
		shift_count_reg <=0;
	end
	else
	begin
		current_state<=next_state;
		random_num_reg<=random_num_next;
		shift_count_reg<=shift_count_next;
	end
end
always @*
begin
	next_state = current_state;
	done_tick=0;
	random_num_next=random_num_reg;
	shift_count_next=shift_count_reg;
	case(current_state)
		idle:
			if(start)
			begin
				random_num_next= q_reg;
				shift_count_next=6'd14;
				next_state = shift;
			end
		shift:
		begin
			random_num_next={random_num_reg[12:0],linear_feedback};
			shift_count_next = shift_count_reg-1;
			if(shift_count_next==0)
				next_state = done;
		end
		done:
		begin
			done_tick=1;
			next_state= idle;
		end
		default:
			next_state = idle;
	endcase
end
assign linear_feedback=~(random_num_reg[13]^ random_num_reg[4]
^random_num_reg[2] ^ random_num_reg[0]);
assign random_num = random_num_reg;
endmodule
### flow/run.sh
#!/bin/bash
# OpenROAD 26Q1-2900-gdf79404cd8, Yosys 0.63+post, stock flow scripts
make -C /OpenROAD-flow-scripts/flow DESIGN_CONFIG=/design/flow/config.mk WORK_HOME=/design/flow/orfs finish
### flow/config.mk
export PLATFORM = sky130hd
export DESIGN_NAME = lfsr
export DESIGN_NICKNAME = lfsr
export VERILOG_FILES = /design/flow/design.v
export SDC_FILE = /design/flow/constraint.sdc
export NUM_CORES = 4
export LEC_CHECK = 1
export CORE_AREA = 10 10 105 105
export DIE_AREA = 0 0 115 115
### flow/constraint.sdc
current_design lfsr

set clk_period 5.6
set clk_io_pct 0.2

create_clock -name clk0 -period $clk_period [get_ports {clk}]

set non_clock_inputs [all_inputs -no_clocks]
set_input_delay [expr $clk_period * $clk_io_pct] -clock clk0 $non_clock_inputs
set_output_delay [expr $clk_period * $clk_io_pct] -clock clk0 [all_outputs]
==> impl_metrics.tcl <==
# collected from the flow reports
set metrics [dict create \
    layout_top_cell "dfrtp_1" \
    post_dp_cell_area_um2 1930 \
    lay_top_cells "35 x dfrtp_1, 21 x nand2_1, 17 x o21ai_0, 17 x clkdlybuf4s50_1, 14 x mux2i_1" \
    grt_max_degree 37 \
    routed_via_density 3.99 \
    synthCells 148 \
    dr.pass1.iters 4 \
    critPathBufInv 1 \
    async_flop_share_pct 100 \
    tritoncts "yes" \
    io_buffers 17 \
    max_stage_delay_ns 0.51 \
    drtIter0Drc 86 \
    outcome "finished clean" \
    power_density_nw_per_um2 226 \
    h-tree-depth 2 \
    skew_ns 0.00546 \
    postLayoutCellArea_um2 2020 \
    max-cap-violations 0 \
    min-delay-start "q_reg[13]$_DFF_PN0_" \
    grt_usage_pct 5.25 \
    flop_cell "dfrtp_1" \
    rr_startpoint "q_reg[0]$_DFF_PN0_" \
    startpoint "random_num_reg[2]$_DFFE_PN0P_" \
    layout-drive-gt1-share_pct 9.36 \
    critPathLaunchType "flip-flop" \
    clock_latency_ns 0.28 \
    edf_count 0 \
    cts_setup_buffers 0 \
    syn_area_um2 1630 \
    clockRootBuffer "clkbuf_8" \
    top_cell_area_share_pct 53.7 \
    ant_nets 0 \
    warnings 26 \
    via_count 1112 \
    die-area_um2 13200 \
    fin_setup_tns_ns 0 \
    max_freq_mhz 430 \
    numCtsBuffers 5 \
    die_x_um 115 \
    grt_pass1_vias 1147 \
    finalMaxSlewViolations 0 \
    topCellsByArea "dfrtp_1 54%, mux2i_1 9.2%, xnor2_1 7.0%" \
    cp_slowest_cell "clkdlybuf4s50_1" \
    crit_chain "clkdlybuf4s50_1" \
    period_needed_ns 2.32 \
    cp-end-kind "primary output" \
    final_cells 279 \
    dp.cells 271 \
    yosys-stat-area_um2 1630 \
    rsz0062_at_grt "false" \
    ys_warn_count 1 \
    n_antenna_cell 0 \
    hold_class "reg2reg" \
    tightestPinTransition_ns 0.458 \
    io_pins 18 \
    cp_top_family "buffers and inverters" \
    cp.required_ns 4.48 \
    routed_wl_mm 3.22 \
    ys_cells 148 \
    ys_ff 36 \
    post_drt_wl_per_cell_um 11.6 \
    grt-ovfl-total 0 \
    ir_drop_mv 0.0761 \
    path_clk_slew_ns 0.07 \
    holdBufCountCts 0 \
    postSynthSeqShare_pct 55.3 \
    rows 34 \
    yosysTopAreaCell "dfrtp_1" \
    hpwl_mm 2.25 \
    critPathKind "reg2out" \
    fp_util_pct 18.6 \
    ys_types 27 \
    cp_max_fo 4 \
    holdWs_ns 0.475 \
    cts_resized 0 \
    drc 0 \
    period_used_pct 41.5 \
    finalSetupViolCount 0 \
    syn_to_final_growth_pct 24.1 \
    slew_headroom_pct 69.5 \
    syn_avg_cell_area_um2 11.0 \
    antenna_found_initial 0 \
    cts_buffer_depth 2 \
    cp.arrival_ns 1.20 \
    cts.sinks 36 \
    leakage_nw 0.806 \
    die_y_um 115 \
    grt_pass1_wl_mm 5.75 \
    gp_congestion 0.795 \
    hold_viol 0 \
    core_area_um2 8760 \
]
-- layer usage --
layer / up-vias / GRT usage [%] / routed length, um
met5: - / 0 / 0
met4: 0 / 0.825 / 57
met3: 7 / 2.06 / 222
met2: 20 / 7.81 / 1380
met1: 538 / 7.25 / 1560
li1: 547 / - / -
-- per-stage QoR --
stage	worst slack, ns	utilization (%)	power, mW
2_1_floorplan	3.85	-	0.265
3_3_place_gp	3.28	22.0	0.273
3_5_place_dp	3.24	22.0	0.273
4_1_cts	3.24	23.1	0.463
5_1_grt	3.21	23.1	0.477
6_report	3.28	23.1	0.458
-- cell usage after synthesis (2+ instances only) --
| master | number |
|---|---|
| nand3_1 | 9 |
| xor2_1 | 4 |
| mux2i_1 | 15 |
| nand2_1 | 21 |
| buf_2 | 4 |
| nor2_1 | 4 |
| dfrtp_1 | 35 |
| nand4_1 | 3 |
| inv_1 | 4 |
| ha_1 | 3 |
| nand2b_1 | 2 |
| xnor2_1 | 13 |
| o21ai_0 | 17 |
-- where the power goes --
group	internal, mW	switching [mW]
clock	0.0982	0.0926
sequential	0.260	0
combinational	0.00181	0.00532
total	0.360	0.0979
-- area by class of cell --
| class | instances | area (um^2) |
|---|---|---|
| multi-input combinational | 103 | 686 |
| timing repair buffer | 20 | 193 |
| inverter | 4 | 15.0 |
| clock buffer | 6 | 82.6 |
| clock inverter | 2 | 10.0 |
| fill | 940 | 6740 |
| sequential | 36 | 902 |
| tap | 108 | 135 |
-- cells by family after synthesis --
group | after synthesis | synth area share (%)
and+or+nand+nor | 45 | 13.2
DFF | 36 | 55.3
AOI/OAI and AO/OA | 22 | 7.29
xor gates and xnor gates | 17 | 9.13
muxes | 16 | 9.90
buffers and inverters | 9 | 2.84
adders and majority gates | 3 | 2.30
-- final timing paths --
kind	endpoint	slack [ns]	cells after the start
max	random_num[2]	3.28	1
min	q_reg[13]$_DFF_PN0_	0.47	1
max reg2reg	q_reg[10]$_DFF_PN0_	4.17	5
min reg2reg	q_reg[13]$_DFF_PN0_	0.47	1
max in group asynchronous	current_state[0]$_DFF_PN1_	4.00	2
min in group asynchronous	q_reg[11]$_DFF_PN0_	1.25	2
No activity file was given, so power comes from the tool's default toggle rates.
